==> flow/design.v <==
module bin7seg(qout, seg_out);
input [3:0] qout;
output [6:0] seg_out;
reg [6:0] seg_out;
always@(*)
	begin
	case(qout)
	   4'b0000 : seg_out <= 7'b100_0000;  
	   4'b0001 : seg_out <= 7'b111_1001;  
	   4'b0010 : seg_out <= 7'b010_0100;  
	   4'b0011 : seg_out <= 7'b011_0000;  
	   4'b0100 : seg_out <= 7'b001_1001;  
	   4'b0101 : seg_out <= 7'b001_0010;  
	   4'b0110 : seg_out <= 7'b000_0010;  
	   4'b0111 : seg_out <= 7'b101_1000;  
	   4'b1000 : seg_out <= 7'b000_0000;  
	   4'b1001 : seg_out <= 7'b001_0000;  
	   4'b1010 : seg_out <= 7'b000_1000;   
	   4'b1011 : seg_out <= 7'b000_0011;   
	   4'b1100 : seg_out <= 7'b100_0110;  
	   4'b1101 : seg_out <= 7'b010_0001;  
	   4'b1110 : seg_out <= 7'b000_0100;  
	   4'b1111 : seg_out <= 7'b000_1110;  
		default : seg_out <= 7'b100_0000;
	endcase
	end
endmodule
module clk_div (clk, clr_n, clk_1hz);
input	clk, clr_n;
output clk_1hz;
reg clk_1hz;
reg [26:0] clk_cnt;
always @(posedge clk or negedge clr_n)
   begin
	   if (!clr_n) clk_cnt <= 27'd0;
	   else if (clk_cnt == 27'd50000000) begin
		   clk_cnt <= 27'd0;
		end
		else begin
		   clk_cnt <= clk_cnt + 1'b1;
		end
	end
always @(*)
begin 
   clk_1hz <= clk_cnt[24];
end
endmodule
module clock(clr_n, clk, load, num, sel, h1, h0, m1, m0,s1,s0);
input clr_n, clk, load;
input[3:0] num;
input[2:0] sel;
output[3:0]h1;
output[3:0]h0;
output[3:0]m1;
output[3:0]m0;
output[3:0]s1;
output[3:0]s0;
reg[1:0] hour1;
reg[3:0] hour0;
reg[2:0] minute1;
reg[3:0] minute0;
reg[2:0] sec1;
reg[3:0] sec0;
reg flag, load_cmd;
always@(posedge clk or negedge clr_n)
begin
	if(!clr_n)
		begin
			load_cmd <= 0;
			flag <=0;
		end
	else if(load ==1 && flag ==0)  
		begin
			load_cmd <= 1;
			flag <=1;
		end
	else if(load == 0)  
		begin
			load_cmd <= 0;
			flag <=0;
		end
	else  
		begin
			load_cmd <= 0;
			flag <=flag;
		end
end
always@(posedge clk or negedge clr_n)
begin
	if(!clr_n) sec0 <= 4'b0;
	else if(load_cmd && sel == 3'b000) sec0<= num;
	else if(sec0 == 4'd9) sec0 <= 4'b0;
	else sec0 <= sec0 + 1'b1;
end
assign tc_s0 = (sec0 == 4'd9)? 1'b1:1'b0;
always@(posedge clk or negedge clr_n)
begin
	if(!clr_n) sec1 <= 3'b0;
	else if(load_cmd && sel == 3'b001) sec1<= num[2:0];
	else if(sec1 == 3'd5 && tc_s0) sec1 <= 3'b0;  
	else if(tc_s0) sec1<= sec1 + 1'b1;  
	else sec1 <= sec1;
end
assign tc_s1 = (sec1 == 3'd5 && tc_s0)? 1'b1:1'b0;
always@(posedge clk or negedge clr_n)
begin
	if(!clr_n) minute0 <= 4'b0;
	else if(load_cmd && sel == 3'b010) minute0 <= num;
	else if(minute0 == 4'd9 && tc_s0 && tc_s1) minute0 <= 4'b0; 
	else if(tc_s1) minute0 <= minute0 + 1'b1; 
	else minute0 <= minute0;
end
assign tc_m0 = (minute0 == 4'd9 && tc_s1)? 1'b1:1'b0;
always@(posedge clk or negedge clr_n)
begin
	if(!clr_n) minute1 <= 3'b0;
	else if(load_cmd && sel == 3'b011) minute1 <= num[2:0];
	else if(minute1 == 3'd5 && tc_m0 && tc_s0 && tc_s1) minute1 <= 3'b0; 
	else if(tc_m0) minute1 <= minute1 + 1'b1; 
	else minute1 <= minute1;
end
assign tc_m1 = (minute1 == 3'd5 && tc_m0)? 1'b1:1'b0;
always@(posedge clk or negedge clr_n)
begin
	if(!clr_n) hour0 <= 4'b0;
	else if(load_cmd && sel == 3'b100) hour0 <= num;
	else if ((hour0 == 4'b1001 && tc_m1) || (hour0 == 4'b0011 && hour1 == 2'b10 && tc_m1)) hour0 <= 4'b0; 
	else if(tc_m1) hour0 <= hour0 + 1'b1; 
	else hour0 <= hour0;
end
assign tc_h0 = ((hour0 == 4'b1001 && tc_m1) || (hour0 == 4'b0011 && hour1 == 2'b10 && tc_m1))? 1'b1:1'b0;
always@(posedge clk or negedge clr_n)
begin
	if(!clr_n) hour1 <= 2'b0;
	else if(load_cmd && sel == 3'b101) hour1 <= num[1:0];
	else if(hour0 == 4'b0011 && hour1 == 2'b10 &&tc_m1) hour1 <= 2'b0; 
	else if(hour0 == 4'b1001 && tc_m1) hour1 <= hour1 + 1'b1; 
	else hour1 <= hour1;
end
assign h1 = {2'b00,hour1};
assign h0 = hour0;
assign m1 = {1'b0, minute1};
assign m0 = minute0;
assign s1 = {1'b0, sec1};
assign s0 = sec0;
endmodule
module invert_button(button,n_button);
input button;
output n_button;
assign n_button = ~button;
endmodule
module lab5(clk, clr_n, load, num,sel, seg_h1, seg_h0, seg_m1, seg_m0, seg_s1, seg_s0);
input clk, clr_n, load;
input [3:0] num;
input[2:0] sel;
output [6:0] seg_h1;
output [6:0] seg_h0;
output [6:0] seg_m1;
output [6:0] seg_m0;
output [6:0] seg_s1;
output [6:0] seg_s0;
wire [3:0] w_h1;
wire [3:0] w_h0;
wire [3:0] w_m1;
wire [3:0] w_m0;
wire [3:0] w_s1;
wire [3:0] w_s0;
wire clk_1hz;
wire load_n;
clk_div DIV(.clk(clk),.clr_n(clr_n),.clk_1hz(clk_1hz));
clock DCLOCK(.clr_n(clr_n), .clk(clk_1hz), .load(load_n), .num(num), .sel(sel), .h1(w_h1), .h0(w_h0), .m1(w_m1), .m0(w_m0), .s1(w_s1), .s0(w_s0));
invert_button INV(.button(load),.n_button(load_n));
bin7seg HOUR1(.qout(w_h1), .seg_out(seg_h1));
bin7seg HOUR0(.qout(w_h0), .seg_out(seg_h0));
bin7seg MINUTE1(.qout(w_m1), .seg_out(seg_m1));
bin7seg MINUTE0(.qout(w_m0), .seg_out(seg_m0));
bin7seg SEC1(.qout(w_s1), .seg_out(seg_s1));
bin7seg SEC0(.qout(w_s0), .seg_out(seg_s0));
endmodule
==> flow/run.sh <==
#!/bin/bash
# OpenROAD 26Q1-2900-gdf79404cd8, Yosys 0.63+post, stock flow scripts
make -C /OpenROAD-flow-scripts/flow DESIGN_CONFIG=/design/flow/config.mk WORK_HOME=/design/flow/orfs finish
==> flow/config.mk <==
export PLATFORM = sky130hd
export DESIGN_NAME = lab5
export DESIGN_NICKNAME = lab5
export VERILOG_FILES = /design/flow/design.v
export SDC_FILE = /design/flow/constraint.sdc
export NUM_CORES = 4
export LEC_CHECK = 1
export CORE_UTILIZATION = 50
==> flow/constraint.sdc <==
current_design lab5

set clk_period 5.5
set clk_io_pct 0.2

create_clock -name clk0 -period $clk_period [get_ports {clk}]

set non_clock_inputs [all_inputs -no_clocks]
set_input_delay [expr $clk_period * $clk_io_pct] -clock clk0 $non_clock_inputs
set_output_delay [expr $clk_period * $clk_io_pct] -clock clk0 [all_outputs]
==> GITHUB_STEP_SUMMARY <==
### Metrics collected by this job

| Metric | Value |
|---|---|
| Outcome | finished, final reports clean |
| Main flop type | dfrtp_1 |
| Initial Util | between 50% and 60% |
| Endpoints left unconstrained | ~63 |
| R2R depth | 7 |
| Distinct lib cells used | 51 |
| TNS Setup | 0 ns |
| Critical setup path kind | reg -> reg |
| Post-route minimum period | about 2.1 ns |
| Yosys stat cell total | just over 400 |
| Maximum vdd ir drop | ~0.00017 V |
| Global-route wire length before repair | approximately 13 mm |
| CP Launch Type | flip-flop |
| Pwr Density | 78.9 nW/um2 |
| Final tally of hold violations | 0 |
| Mapped cell area | 3570 um2 |
| I/O pins | 52 |
| Share of cells above drive strength 1 | under 10% |
| Async set-reset flop share out of synthesis | 100% |
| Post-cts sizing count | 0 |
| Register pins left without a clock | 22 |
| CP Data Required Time | roughly 5.7 ns |
| Largest cells by area | dfrtp_1, ha_1, o21ai_0, nand2_1, mux2i_1 |
| Vias in the first global route | between 2k and 3k |
| Placed cell area | ~4100 um2 |
| Ys flops | around 50 |
| GRT Resource Usage Total | between 20 and 25% |
| TritonCTS Buffers | 3 |
| Tool warnings | approximately 48 |
| Crit share post-route | 38.5% |
| Commonest cells in the netlist | dfrtp_1, nand2_1, nor2_1, ha_1, o21ai_0 |
| H-tree Lvls | 1 |
| Diodes inserted | 0 |
| Cts hold-fix bufs | 0 |
| Clock share of power | between 30% and 40% |
| Die X | just under 90 um |
| Cells after synthesis | 413 |
| Final core utilization | approximately three fifths |
| Max_slew headroom | between 50% and 60% |
| Initial antenna violation count | 0 |
| Clk Latency, worst-skew pair | roughly 0.27 ns |
| Area delta synth->final | 16.7% |
| Vias | between 2k and 3k |
| Hold EP | DIV.clk_cnt[19]$_DFF_PN0_ |
| CTS Buffer Depth | 2 |
| Core Box Area | slightly below 7000 um2 |
| Placed cell count | between 500 and 600 |
| Max-cap viol count | 0 |
| PortBufs | 50 |
| Routed wire per std cell | roughly 14 um |
| Routability cong. | 0.912 |
| CTS tree | built |
| Syn Area/Cell | between 8 and 9 um2 |
| Peak fanout along the critical path | 9 |
| DRT antenna net count | 0 |
| DR vias/cell | 5.50 |
| Worst Skew | 0.00199 ns |
| Cell Rows | 30 |
| Hold Crit Depth | 1 |
| DR pass1 iterations | 4 |
| Max-area cell share | between 30% and 40% |
| Setup ws final | 3.38 ns |
| Die footprint | 7490 um2 |
| Logic gate share of total power | under 10% |
| Largest net degree at the start of global routing | about 50 |
| Min Hold Slack | about 0.47 ns |
| Kind of end point of the critical path | flip-flop |
| CTS root buffer | clkbuf_8 |
| HP Class | reg -> reg |
| Tot Pwr | between 300 and 400 uW |
| RR Startpoint | DIV.clk_cnt[0]$_DFF_PN0_ |
| Max-slew violations | 0 |
| Synth top cell by count | dfrtp_1 |
| Worst slack, placed | approximately 3.4 ns |
| Psw | 71.5 uW |
| WL final | between 7 and 8 mm |
| Fin area | around 4200 um2 |
| LEAKAGE | roughly 1.9 nW |
| Hold path start | DIV.clk_cnt[19]$_DFF_PN0_ |
| Final HPWL from detailed placement | roughly 5.5 mm |
| Reg2reg setup slack | 3.38 ns |
| Setup violations, final | 0 |
| Sequential share of power | between 60 and 70% |
| Int Power | ~260 uW |
| CTS clock-pin slew for the worst setup and hold paths | 0.09 ns |
| Reg-to-Reg End | DIV.clk_cnt[22]$_DFF_PN0_ |
| Worst EP arrival | 2.27 ns |
| DRT iter0 DRCs | 147 |
| # Post-CTS Setup Buffers | 0 |
| Yosys stat area | 3570 um2 |
| Worst Max-Slew Pin Slew | a little over 0.7 ns |
| Fin cells | around 550 |
| DRC Markers | 0 |
| Post-synth EDFFs | 0 |
| Switch share | 21.7% |
| GRT Residual Overflow | 0 |
| Area leader, netlist | dfrtp_1 |
| Unrepaired setup endpoints after global routing | false |
| Die Ht | 86.6 um |
| Seq share, synth | around 34% |
| Yosys warnings | 8 |
| Maximum operating frequency | about 470 MHz |
-- layout make-up --
| cell class | count | area (um2) |
|---|---|---|
| repair buffers | 55 | 533 |
| clock buffers | 4 | 45.0 |
| multi-input cells | 314 | 2150 |
| inverters | 27 | 101 |
| fillers | 619 | 2660 |
| well taps | 96 | 120 |
| flip-flops and latches | 49 | 1230 |
-- critical path, cell delays in order (launching register included) --
cell,delay [ns]
dfrtp_1,0.44
inv_1,0.09
ha_1,0.16
nor4bb_1,0.28
nand4_1,0.23
nor3_1,0.49
buf_4,0.26
a21oi_1,0.05
-- registers in the layout, summed over array words and instances (netlist names) --
signal           flops
DCLOCK.minute0       4
DCLOCK.flag          1
DCLOCK.sec1          3
DCLOCK.hour1         2
DIV.clk_cnt         27
DCLOCK.minute1       3
DCLOCK.sec0          4
DCLOCK.hour0         4
DCLOCK.load_cmd      1
-- how the worst max path moves through the flow --
stage / startpoint / endpoint / slack, ns / cells after the start
final: DIV.clk_cnt[0]$_DFF_PN0_ / DIV.clk_cnt[22]$_DFF_PN0_ / 3.38 / 7
after global routing: DIV.clk_cnt[0]$_DFF_PN0_ / DIV.clk_cnt[13]$_DFF_PN0_ / 3.28 / 7
after CTS: DIV.clk_cnt[0]$_DFF_PN0_ / DIV.clk_cnt[20]$_DFF_PN0_ / 3.41 / 7
-- per-layer routing --
metal | part of all wire, % | routed length [um] | vias up | global-route usage [%]
met5 | 0 | 0 | - | 0
met4 | 1.5 | 108 | 0 | 4.70
met3 | 2.4 | 177 | 10 | 1.16
met2 | 47 | 3500 | 54 | 34.2
met1 | 49 | 3620 | 1398 | 34.5
li1 | - | - | 1533 | -
-- kinds of logic (layout without fill, tap and decap cells) --
kind of cell    count (synthesis)  in the layout  synth area share [%]
compound gates                 81             81                  13.4
simple gates                  165            165                  25.2
other cells                     1              1                 0.105
mux                            19             19                  6.47
flops                          49             49                  34.3
xor+xnor                       19             19                  4.66
fa+ha+maj                      29             29                  10.2
buf+inv                        50             86                  5.67
-- power by group through the flow --
stage     logic [mW]  registers, mW  clock network (mW)
4_1_cts       0.0220          0.198               0.112
6_report      0.0214          0.198               0.110
5_1_grt       0.0240          0.198               0.121
-- layout by cell type (no fill, tap or decap), types with 3 or more instances in the layout --
cell type / netlist / layout
a21oi_1: 22 / 22
a31oi_1: 6 / 6
and2_1: 6 / 6
and3_1: 4 / 4
and4_1: 3 / 3
buf_4: 3 / 5
clkbuf_8: 0 / 3
clkdlybuf4s50_1: 0 / 49
dfrtp_1: 49 / 49
ha_1: 29 / 29
inv_1: 27 / 27
mux2_2: 3 / 3
mux2i_1: 13 / 13
mux4_2: 3 / 3
nand2_1: 38 / 38
nand2b_1: 3 / 3
nand3_1: 22 / 22
nand3b_1: 4 / 4
nand4_1: 5 / 5
nor2_1: 32 / 32
nor2b_1: 5 / 5
nor3_1: 10 / 10
nor4_1: 6 / 6
o211ai_1: 3 / 3
o21ai_0: 29 / 29
o31ai_1: 11 / 11
or3_1: 4 / 4
or4_1: 7 / 7
xnor2_1: 13 / 13
xor2_1: 6 / 6
Power figures rest on the tool's default switching activity, not on a simulated workload.
