[/design/flow/run.sh]
#!/bin/bash
# OpenROAD 26Q1-2900-gdf79404cd8, Yosys 0.63+post, stock flow scripts
make -C /OpenROAD-flow-scripts/flow DESIGN_CONFIG=/design/flow/config.mk WORK_HOME=/design/flow/orfs finish
[/design/flow/config.mk]
export PLATFORM = sky130hd
export DESIGN_NAME = lab1
export DESIGN_NICKNAME = lab1
export VERILOG_FILES = /design/flow/design.v
export SDC_FILE = /design/flow/constraint.sdc
export NUM_CORES = 4
export LEC_CHECK = 1
export CORE_AREA = 10 10 70 70
export DIE_AREA = 0 0 80 80
[/design/flow/constraint.sdc]
current_design lab1

set clk_period 1.4
set clk_io_pct 0.2

create_clock -name clk0 -period $clk_period [get_ports {clk}]

set non_clock_inputs [all_inputs -no_clocks]
set_input_delay [expr $clk_period * $clk_io_pct] -clock clk0 $non_clock_inputs
set_output_delay [expr $clk_period * $clk_io_pct] -clock clk0 [all_outputs]
[/design/flow/design.v]
module bin7seg(qout, seg_out);
input [3:0] qout;
output [6:0] seg_out;
reg [6:0] seg_out;
always@(*)
	begin
	case(qout)
	   4'b0000 : seg_out <= 7'b100_0000;  
	   4'b0001 : seg_out <= 7'b111_1001;  
	   4'b0010 : seg_out <= 7'b010_0100;  
	   4'b0011 : seg_out <= 7'b011_0000;  
	   4'b0100 : seg_out <= 7'b001_1001;  
	   4'b0101 : seg_out <= 7'b001_0010;  
	   4'b0110 : seg_out <= 7'b000_0010;  
	   4'b0111 : seg_out <= 7'b101_1000;  
	   4'b1000 : seg_out <= 7'b000_0000;  
	   4'b1001 : seg_out <= 7'b001_0000;  
	   4'b1010 : seg_out <= 7'b000_1000;   
	   4'b1011 : seg_out <= 7'b000_0011;   
	   4'b1100 : seg_out <= 7'b100_0110;  
	   4'b1101 : seg_out <= 7'b010_0001;  
	   4'b1110 : seg_out <= 7'b000_0100;  
	   4'b1111 : seg_out <= 7'b000_1110;  
		default : seg_out <= 7'b100_0000;
	endcase
	end
endmodule
module counter4(clk, clr_n, qout);
input	clk, clr_n;
output [3:0] qout;
reg [3:0] qout;
always@(posedge clk or negedge clr_n)
begin
	if(!clr_n)
	  qout <= 4'b0000;
	else 
	  qout <= qout + 4'b1;
end
endmodule
module lab1(clk, clr_n, qout, seg_out);
input clk, clr_n;
output [3:0]  qout;
output [6:0]  seg_out;
counter4 CNTR (.clk(clk), .clr_n(clr_n), .qout(qout));	
bin7seg SEG (.qout(qout), .seg_out(seg_out));
endmodule
==> flow_metrics.env <==
# flow metrics
export IMPL_status="finished, violations left"
export IMPL_violations="negative setup slack"
export IMPL_cts_root_buf="clkbuf_4"
export IMPL_critPathLaunchType="flip-flop"
export IMPL_wl_per_cell_um=10.9
export IMPL_cellPowerDensity_nw_per_um2=314
export IMPL_coreArea_um2=3420
export IMPL_ys_cells=35
export IMPL_layout_top_cells="buf_4 (19), buf_6 (8), buf_2 (7), ha_4 (6), mux2i_1 (4)"
export IMPL_hold_class="in2async"
export IMPL_vdd_ir_drop_worst_mv=0.153
export IMPL_maxCapViolCount=0
export IMPL_top_regs="CNTR.qout x4"
export IMPL_pre_cts_ws_ps=-516
export IMPL_crit_slowest_cell="mux4_2"
export IMPL_path_max_fanout=4
export IMPL_diodes=0
export IMPL_antenna_found_initial=0
export IMPL_hpwl_um=911
export IMPL_avgSynthCellArea_um2=10.7
export IMPL_slew_limit_headroom_pct=88.9
export IMPL_p_leak_nw=0.390
export IMPL_post_route_min_period_ps=1870
export IMPL_crit_required_ps=1120
export IMPL_largest_register_ffs=4
export IMPL_grt_max_degree=8
export IMPL_ys_ff=4
export IMPL_stdcell_area_um2=850
export IMPL_ys_seq_share_pct=26.8
export IMPL_rows=21
export IMPL_numCtsBuffers=3
export IMPL_hold_viol_final=0
export IMPL_rr_worst_depth=6
export IMPL_slew_viol_final=0
export IMPL_rrSetupSlack_ps=60
export IMPL_die_w_um=80
export IMPL_warnings=33
export IMPL_cts_path_max_buffers=2
export IMPL_grt_pass1_vias=460
export IMPL_worstMarginPinSlew_ps=162
export IMPL_synthDistinctLibCells=18
export IMPL_grt_ovfl_total=0
export IMPL_htreeDepth=1
export IMPL_dpl_cell_area_um2=658
export IMPL_setup_viol=8
export IMPL_path_cells="inv_2 -> buf_4 -> ha_4 -> mux4_2 -> buf_2"
export IMPL_fin_ws_ps=-467
export IMPL_timing_rr_start="CNTR.qout[0]"
export IMPL_port_buffers=12
export IMPL_mostFrequentLayoutCell="buf_4"
export IMPL_syn_to_final_growth_pct=127
export IMPL_crit_arrival_ps=1590
export IMPL_cts_hold_buf=0
export IMPL_grt_setup_unrepaired="true"
export IMPL_layout_worst_path_cycle_share_pct=133
export IMPL_initCoreUtil_pct=11.0
export IMPL_ys_warnings_count=2
export IMPL_vias_per_cell=3.40
export IMPL_endpoint_kind="primary output"
export IMPL_grt_total_usage_pct=4.28
export IMPL_clock_skew_ps=2.77
export IMPL_dr_pass1_iters=3
export IMPL_fmax_ghz=0.536
export IMPL_fp_dieH_um=80
export IMPL_cts_num_sinks=4
export IMPL_fill_cells=352
export IMPL_path_class="reg2out"
export IMPL_grt_pass1_wl_mm=2.21
export IMPL_final_core_util_pct=24.9
export IMPL_tritoncts="yes"
export IMPL_r2r_end="CNTR.qout[2]"
export IMPL_wl_mm=1.32
export IMPL_clk_pin_slew_worst_paths_ps=40
export IMPL_gp_congestion=0.774
export IMPL_synth_area_um2=374
export IMPL_chipArea_um2=6400
export IMPL_ant_nets=0
export IMPL_top_register="CNTR.qout"
export IMPL_yosys_stat_area_um2=374
export IMPL_cp_slowest_stage_delay_ps=440
export IMPL_pin_count=13
export IMPL_drc=0
export IMPL_drive_gt1_share_pct=73.3
export IMPL_via_count=411
export IMPL_drt_initial_drc_count=23
export IMPL_syn_instance_count=35
export IMPL_clock_latency_ps=240
[per-stage QoR]
stage	hold WS, ps	total power [mW]	setup TNS (ps)	cells
3_3_place_gp	498	0.122	-2630	106
4_1_cts	239	0.276	-2530	119
3_5_place_dp	496	0.122	-2650	106
5_1_grt	245	0.279	-3220	121
6_report	241	0.266	-2660	121
2_1_floorplan	-15.6	0.118	-70.6	35
[cell families after synthesis]
| logic type | count (synthesis) | share of synthesized area, % |
|---|---|---|
| compound gates | 6 | 11.0 |
| mux | 6 | 19.7 |
| flops | 4 | 26.8 |
| simple gates | 5 | 7.36 |
| buf+inv | 5 | 8.03 |
| xor+xnor | 3 | 7.02 |
| fa+ha+maj | 6 | 20.1 |
[cell type report]
| class | count | area, µm² | share of cell area (%) |
|---|---|---|---|
| well taps | 46 | 57.6 | 6.77 |
| multi-input cells | 26 | 343 | 40.4 |
| repair buffers | 39 | 310 | 36.5 |
| inverters | 3 | 13.8 | 1.62 |
| flip-flops and latches | 4 | 103 | 12.1 |
| clock buffers | 3 | 22.5 | 2.65 |
[critical path, delay by kind of cell (launching register included)]
family                   cells  cell delay [ps]
multiplexers                 1              440
flip-flops                   1              400
buffers and inverters        3              340
adder cells (fa/ha/maj)      1              160
[how the worst max path moves through the flow]
stage	depth (start not counted)	slack, ps	endpoint	from
CTS	5	-440	seg_out[3]	CNTR.qout[1]
global route	5	-520	seg_out[3]	CNTR.qout[1]
finish	5	-470	seg_out[3]	CNTR.qout[1]
[per-layer routing]
metal	vias to the layer above	global-route usage, %	routed length, µm
met3	0	2.61	142
met4	0	0.352	0
met1	199	4.83	558
met2	10	6.98	623
li1	202	-	-
met5	-	0	0
[power by group]
part           switching [mW]  leakage [nW]  internal (mW)
Sequential                  0        0.0532          0.116
Clock                  0.0497        0.0138         0.0961
Combinational         0.00197         0.323        0.00248
[what timing repair did]
action                     in CTS  in global routing
hold endpoints to repair        0                  0
setup endpoints to repair      11                  9
pin swaps                       8                  3
resized                        46                  5
setup buffers                  12                  2
gates cloned                    0                  0
[synth_stat cells]
master / number / area (µm²)
ha_1: 6 / 75.1
dfrtp_1: 4 / 100
mux2i_1: 4 / 40.0
inv_1: 3 / 11.3
a21oi_1: 2 / 10.0
a22o_1: 2 / 17.5
nand3_1: 2 / 10.0
xnor2_1: 2 / 17.5
buf_4: 1 / 7.51
buf_6: 1 / 11.3
mux2_2: 1 / 11.3
mux4_2: 1 / 22.5
nor2_1: 1 / 3.75
nor2b_1: 1 / 6.26
o22ai_1: 1 / 6.26
o31ai_1: 1 / 7.51
or2b_1: 1 / 7.51
xor2_1: 1 / 8.76
Power is estimated from default activity; no workload was simulated.
