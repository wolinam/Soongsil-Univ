--- flow/config.mk ---
export PLATFORM = sky130hd
export DESIGN_NAME = lab3
export DESIGN_NICKNAME = lab3
export VERILOG_FILES = /design/flow/design.v
export SDC_FILE = /design/flow/constraint.sdc
export NUM_CORES = 4
export LEC_CHECK = 1
export CORE_AREA = 10 10 70 70
export DIE_AREA = 0 0 80 80
--- flow/constraint.sdc ---
current_design lab3

set clk_period 2.4
set clk_io_pct 0.2

create_clock -name clk0 -period $clk_period [get_ports {clk}]

set non_clock_inputs [all_inputs -no_clocks]
set_input_delay [expr $clk_period * $clk_io_pct] -clock clk0 $non_clock_inputs
set_output_delay [expr $clk_period * $clk_io_pct] -clock clk0 [all_outputs]
--- flow/design.v ---
module bin7seg(qout, seg_out);
input [3:0] qout;
output [6:0] seg_out;
reg [6:0] seg_out;
always@(*)
	begin
	case(qout)
	   4'b0000 : seg_out <= 7'b100_0000;  
	   4'b0001 : seg_out <= 7'b111_1001;  
	   4'b0010 : seg_out <= 7'b010_0100;  
	   4'b0011 : seg_out <= 7'b011_0000;  
	   4'b0100 : seg_out <= 7'b001_1001;  
	   4'b0101 : seg_out <= 7'b001_0010;  
	   4'b0110 : seg_out <= 7'b000_0010;  
	   4'b0111 : seg_out <= 7'b101_1000;  
	   4'b1000 : seg_out <= 7'b000_0000;  
	   4'b1001 : seg_out <= 7'b001_0000;  
	   4'b1010 : seg_out <= 7'b000_1000;   
	   4'b1011 : seg_out <= 7'b000_0011;   
	   4'b1100 : seg_out <= 7'b100_0110;  
	   4'b1101 : seg_out <= 7'b010_0001;  
	   4'b1110 : seg_out <= 7'b000_0100;  
	   4'b1111 : seg_out <= 7'b000_1110;  
		default : seg_out <= 7'b100_0000;
	endcase
	end
endmodule
module counter3(clk, clr_n, cnt, load, num, qout);
input clk, clr_n, cnt, load;
input [2:0] num;
output [2:0] qout;
reg [2:0] qout;
always@(posedge clk or negedge clr_n)
begin
	if(!clr_n)
	  qout <= 3'b0;
	else if(load) qout <= num;
	else if(cnt) qout<=qout + 1'b1;
	else 
	  qout <= qout;
end
endmodule
module decoder3x8(i,d);
input [2:0] i;
output [7:0] d;
reg [7:0] d;
always@(*)
begin
	case(i)
		3'b000 : d <= 8'b00000001;
		3'b001 : d <= 8'b00000010;
		3'b010 : d <= 8'b00000100;
		3'b011 : d <= 8'b00001000;
		3'b100 : d <= 8'b00010000;
		3'b101 : d <= 8'b00100000;
		3'b110 : d <= 8'b01000000;
		3'b111 : d <= 8'b10000000;
		default : d <= 8'b00000001;
	endcase
end
endmodule
module lab3(clk, clr_n, cnt, load, num, led, seg_out);
input clk, clr_n, cnt, load;
input [2:0] num;
output [7:0] led;
output [6:0] seg_out;
wire [2:0] w_qout;
counter3 CNTR3(.clk(clk), .clr_n(clr_n), .cnt(cnt), .load(load), .num(num), .qout(w_qout));
decoder3x8 DEC(.i(w_qout), .d(led));
bin7seg B2S (.qout({1'b0,w_qout}), .seg_out(seg_out));
endmodule
--- flow/run.sh ---
#!/bin/bash
# OpenROAD 26Q1-2900-gdf79404cd8, Yosys 0.63+post, stock flow scripts
make -C /OpenROAD-flow-scripts/flow DESIGN_CONFIG=/design/flow/config.mk WORK_HOME=/design/flow/orfs finish
==> metrics.sh <==
STATUS='finished clean'
XOR_AREA_SHARE_PCT=2.50
TRITONCTS='yes'
FINAL_LAYOUT_TOP_LOGIC_CELL='sky130_fd_sc_hd__clkdlybuf4s50_1'
TIMING.CRITICAL_PATH.TO_TYPE='output pin'
CAP_VIOLATIONS=0
POST_SYNTHESIS_CELL_AREA_UM2=350
HTREE_NUM_LEVELS=1
YOSYS_WARNINGS=3
CLK_PIN_SLEW_WORST_PATHS_PS=40
ANTENNA-DIODE-COUNT=0
ROW_COUNT=21
UNREPAIRED_SETUP_ENDPOINTS_AFTER_GLOBAL_ROUTING='no'
YOSYS_AREA_UM2=350
DRT_ITER0_DRC=13
CORE_REGION_AREA_UM2=3420
GLOBALROUTEOVERFLOWTOTAL=0
HOLD_BUFFERS=0
TIMING.CRITICAL_PATH.FROM_TYPE='flip-flop'
DR.PASS1.ITERS=2
POST_CTS_SIZING=0
GLOBAL_ROUTE_WIRE_LENGTH_BEFORE_REPAIR_MM=1.63
PLACE_WS_PS=364
SEQ_POWER_SHARE_PCT=23.2
YOSYS-MUX-AREA-FRACTION_PCT=8.93
ACHIEVABLE-FREQUENCY_GHz=0.446
CTS.SINKS=3
COMBINATIONALPOWERSHARE_PCT=47.2
MAXIMUM_NUMBER_OF_PINS_ON_ONE_NET_BEFORE_GLOBAL_ROUTE_REPAIR=16
PORT-BUFFER-COUNT=21
CTS_MAX_PATH_BUFFERS=2
CLOCK.LATENCY.LATE_PIN_PS=230
FLOORPLANUTILIZATION_PCT=10.3
FINCLKSKEW_PS=1.96
INSTANCES_NO_FILL=109
WIRELENGTH_MM=1.04
TNS_PS=0
ANT_NETS=0
ROUTED_VIA_DENSITY=3.14
VIA_COUNT=342
SYNTH.CELLMIX.ADDERSHARE_PCT=25.0
TOTAL_LEAKAGE_POWER_nW=0.266
PLACE.GP.CONGESTION=0.797
POST_SYNTH_NUM_CELL_TYPES=17
DIE_AREA_UM2=6400
DRC=0
CP_DATA_ARRIVAL_TIME_PS=1760
SYNTH.YOSYS.NUM_CELLS=39
SYNTH.LOGIC.TOP_FAMILY='simple AND/OR/NAND/NOR gates'
AVGSYNTHCELLAREA_UM2=8.98
WORST_PATH_LARGEST_CELL_DELAY_PS=470
SLEW_VIOL_FINAL=0
LARGEST_REGISTER_FFS=3
DP.FINAL_HPWL_UM=893
NETSWITCHINGFRACTION_PCT=27.3
SEQ_AREA_FRAC_SYNTH_PCT=21.4
SETUP_VIOL=0
GRT_ANTENNA_BEFORE_REPAIR=0
POST-ROUTE-WORST-SETUP-SLACK_PS=159
SYN2LAYOUT_AREA_GROWTH_PCT=81.8
COMPOUND_AREA_SHARE_PCT=5.71
CELLPOWERDENSITY_nW_PER_UM2=472
IO_PINS=22
CRITICAL_PATH_PEAK_FANOUT=5
NETLIST_INSTANCES=39
START_TO_END_TYPE_OF_THE_WORST_SETUP_PATH='flip-flop to output pin'
TIMING.MAX_SLEW.REL_SLACK_PCT=71.6
REQUIRED_PS=1920
DRT-WIRELENGTH-PER-CELL_UM=9.50
DETAILED_PLACE.AREA_UM2=611
POST_ROUTE_CELLS_DRIVE_ABOVE_1_SHARE_PCT=12.7
MAX-VDD-IR-DROP_V=0.000156
WORST-R2R-SETUP-SLACK_PS=1100
TIGHTESTPINTRANSITION_PS=425
P_SW_mW=0.0822
HOLD_VIOL_FINAL=0
CLOCK-ROOT-BUFFER='sky130_fd_sc_hd__clkbuf_4'
DIE_H_UM=80
CRITPATHSLOWESTCELL='sky130_fd_sc_hd__clkdlybuf4s50_1'
POST_CTS_BUFFERS=0
REG2REG_DEPTH=4
POST-ROUTE-CELL-AREA_UM2=637
CHIPWIDTH_UM=80
CTS_MADE_BUFFERS=3
MIN_PERIOD_OVER_PERIOD_PCT=93.4
POWER_REPORT.INTERNAL_TOTAL_mW=0.219
SYNTHSIMPLEGATEAREAFRAC_PCT=30.0
GR-USAGE-ALL-LAYERS_PCT=3.17
POSTSYNTHREGISTERBITS=3
NUMPLACEDINSTANCES=105
REGMOSTFLOPS='CNTR3.qout'
LAY_TOP_CELLS='sky130_fd_sc_hd__clkdlybuf4s50_1, sky130_fd_sc_hd__ha_1, sky130_fd_sc_hd__nor2b_1'
TIMING.CRITICAL_PATH.CELLS='inv_2, ha_1, and2_4, nor2_1, clkdlybuf4s50_1'
STAGE_LOG_WARNINGS=31
TIMING.HOLD.WORST.CLASS='input port to asynchronous set/reset pin'
FINALWORSTPATHREQUIREDPERIOD_PS=2240
GRT_PASS1_VIAS=354
CLOCK_POWER_SHARE_PCT=29.6
LARGEST_REGISTERS='CNTR3.qout: 3 flops'
==> critical path: cells and delay by family (launching register included) <==
kind                       cells  cell delay (ps)
buffers and inverters          2              560
DFF                            1              420
adders and majority gates      1              300
and+or+nand+nor                2              260
==> path summary, 6_finish.rpt <==
check	end	from
setup / recovery	seg_out[3]	CNTR3.qout[1]
hold / removal	CNTR3.qout[1]	clr_n
setup reg to reg	CNTR3.qout[2]	CNTR3.qout[0]
hold reg to reg	CNTR3.qout[1]	CNTR3.qout[1]
max in group asynchronous	CNTR3.qout[2]	clr_n
min in group clk0	CNTR3.qout[1]	CNTR3.qout[1]
==> cells by family (layout without fill, tap and decap cells) <==
family | after synthesis | after routing
XOR/XNOR | 1 | 1
adder cells (fa/ha/maj) | 7 | 7
multiplexers | 3 | 3
buffers and inverters | 4 | 28
flip-flops | 3 | 3
AND/OR/NAND/NOR | 18 | 18
AND-OR/OR-AND | 3 | 3
==> per-layer routing <==
layer  wire length (um)  GRT usage, %  up-vias  share of wire, %
met5                  0             0        -                 0
met4                 12         0.528        0               1.2
met3                160          2.27        3                15
met2                376          4.33       19                36
met1                487          3.99      143                47
li1                   -             -      177                 -
==> synthesized netlist by cell type (all sizes together) <==
cell type  number  area share (%)
a221o           1             2.9
and2            5              10
buf             2             4.3
dfrtp           3              21
ha              7              25
inv             2             2.1
mux2            1             3.2
mux2i           2             5.7
nand2           3             3.2
nor2            3             3.2
nor2b           5             8.9
nor4bb          1             2.9
o21ai           2             2.9
or2             1             1.8
xnor2           1             2.5
==> power by group through the flow <==
stage	combinational, mW	sequential, mW	clock (mW)
global route	0.159	0.0714	0.0983
CTS	0.146	0.0694	0.0943
finish	0.142	0.0698	0.0891
==> area by class of cell <==
type / instances / area, um2
fillers: 387 / 2780
repair buffers: 22 / 218
inverters: 2 / 7.51
clock buffers: 4 / 26.3
flip-flops and latches: 3 / 75.1
well taps: 46 / 57.6
multi-input cells: 32 / 253
==> metrics by stage <==
step                      hold WS (ps)  total power [mW]  util (%)
after floorplan                    184             0.122         -
after detailed placement           674             0.216      17.9
after CTS                          428             0.310      18.6
final                              436             0.301      18.6
after global routing               428             0.329      18.6
after global placement             655             0.213      17.9
Power figures rest on the tool's default switching activity, not on a simulated workload.
